## /design/flow/run.sh

```bash
#!/bin/bash
# OpenROAD 26Q1-2900-gdf79404cd8, Yosys 0.63+post, stock flow scripts
make -C /OpenROAD-flow-scripts/flow DESIGN_CONFIG=/design/flow/config.mk WORK_HOME=/design/flow/orfs finish
```

## /design/flow/config.mk

```make
export PLATFORM = sky130hd
export DESIGN_NAME = maxhpc_fifo_dc
export DESIGN_NICKNAME = maxhpc_fifo_dc
export VERILOG_FILES = /design/flow/design.v
export SDC_FILE = /design/flow/constraint.sdc
export NUM_CORES = 4
export LEC_CHECK = 1
export CORE_UTILIZATION = 40
```

## /design/flow/constraint.sdc

```tcl
current_design maxhpc_fifo_dc

set clk_period 4.9
set clk_io_pct 0.2

create_clock -name clk0 -period $clk_period [get_ports {rclk}]
create_clock -name clk1 -period $clk_period [get_ports {wclk}]

set non_clock_inputs [all_inputs -no_clocks]
set_input_delay [expr $clk_period * $clk_io_pct] -clock clk0 $non_clock_inputs
set_output_delay [expr $clk_period * $clk_io_pct] -clock clk0 [all_outputs]
```

## /design/flow/design.v

```verilog
module maxhpc_dpram #(parameter
 ADDR_WD = 8
,DATA_WD = 8
,DEPTH   = -1    
,USE_EAB = "ON"  
)(
 input               a_clk
,input               a_ce
,input               a_we
,input [ADDR_WD-1:0] a_addr
,input [DATA_WD-1:0] a_d
,output[DATA_WD-1:0] a_q
,
 input               b_clk
,input               b_ce
,input               b_we
,input [ADDR_WD-1:0] b_addr
,input [DATA_WD-1:0] b_d
,output[DATA_WD-1:0] b_q
);
localparam REAL_DEPTH = (DEPTH==-1)? (1<<ADDR_WD) : DEPTH;
(* ram_style="block" *) reg[DATA_WD-1:0] arrayRAM[0:REAL_DEPTH-1];
(* ram_style="logic" *) reg[DATA_WD-1:0] arrayLogic[0:REAL_DEPTH-1];
 reg[DATA_WD-1:0] a_qRAM, a_qLogic;
 always @(posedge a_clk) begin
  if (a_ce) begin
   if (a_we) begin
    if (USE_EAB!="OFF") begin
     arrayRAM[a_addr] <= a_d;
    end
     else begin
      arrayLogic[a_addr] <= a_d;
     end
   end
   if (USE_EAB!="OFF") begin
    a_qRAM <= arrayRAM[a_addr];
   end
    else begin
     a_qLogic <= arrayLogic[a_addr];
    end
  end
 end
 assign a_q = (USE_EAB!="OFF")? a_qRAM
                              : a_qLogic;
 reg[DATA_WD-1:0] b_qRAM, b_qLogic;
 always @(posedge b_clk) begin
  if (b_ce) begin
   if (b_we) begin
    if (USE_EAB!="OFF") begin
     arrayRAM[b_addr] <= b_d;
    end
     else begin
      arrayLogic[b_addr] <= b_d;
     end
   end
   if (USE_EAB!="OFF") begin
    b_qRAM <= arrayRAM[b_addr];
   end
    else begin
     b_qLogic <= arrayLogic[b_addr];
    end
  end
 end
 assign b_q = (USE_EAB!="OFF")? b_qRAM
                              : b_qLogic;
endmodule
module maxhpc_fifo_dc #(parameter
 DEPTH_WD   = 4
,DATA_WD    = 8
,SHOWAHEAD  = "OFF"
,INPUT_REG  = "OFF"
,OUTPUT_REG = "ON"
,USE_EAB    = "ON"
,FAST_MODE  = "OFF"  
)(
 input                     wclr
,input                     wclk
,input                     wr
,input      [DATA_WD-1: 0] d
,output reg                wempty
,output reg                wfull
,output reg[DEPTH_WD-1: 0] wusedw
,
 input                     rclr
,input                     rclk
,input                     rd
,output     [DATA_WD-1: 0] q
,output                    rempty
,output                    rfull
,output    [DEPTH_WD-1: 0] rusedw
);
function[DEPTH_WD:0] F_BIN2GRAY(input[DEPTH_WD:0] BIN_CODE);
 reg[DEPTH_WD:0] GRAY_CODE;
 int I;
begin
 GRAY_CODE = BIN_CODE;
 for (I=DEPTH_WD-1; I>=0; I=I-1)
  GRAY_CODE[I] = BIN_CODE[I+1] ^^ BIN_CODE[I];
 F_BIN2GRAY = GRAY_CODE;
end endfunction
function[DEPTH_WD:0] F_GRAY2BIN(input[DEPTH_WD:0] GRAY_CODE);
 reg[DEPTH_WD:0] BIN_CODE;
 int I;
begin
 BIN_CODE = GRAY_CODE;
 for (I=DEPTH_WD-1; I>=0; I=I-1)
  BIN_CODE[I] = BIN_CODE[I+1] ^^ GRAY_CODE[I];
 F_GRAY2BIN = BIN_CODE;
end endfunction
reg Rwr;
reg[DATA_WD-1:0] Rd;
reg[DEPTH_WD:0] Xwptr, wptr_gray;
reg[DEPTH_WD:0] Xrptr, Xrptr_gray;
wire[DEPTH_WD:0] rptr_gray;
reg Xrempty;
reg Xrfull;
reg[DEPTH_WD-1:0] Xrusedw;
wire read;
wire shft_en0, shft_en1;
wire re0, re1;
wire[DATA_WD-1:0] ram_q;
reg[DATA_WD-1:0] Hram_q;
reg lat_Xrempty[0:1];
reg lat_Xrfull[0:1];
reg[DEPTH_WD-1:0] lat_Xrusedw[0:1];
reg[DEPTH_WD:0] lat_Xrptr_gray[0:1];
maxhpc_dpram #(
 .ADDR_WD(DEPTH_WD)
,.DATA_WD(DATA_WD )
) array(
 .a_clk (wclk                       )
,.a_ce  (1'b1                       )
,.a_we  ((INPUT_REG=="ON")? Rwr : wr)
,.a_addr(Xwptr[DEPTH_WD-1:0]        )
,.a_d   ((INPUT_REG=="ON")? Rd  : d )
,.a_q   ()
,
 .b_clk (rclk               )
,.b_ce  (re0                )
,.b_we  (1'b0               )
,.b_addr(Xrptr[DEPTH_WD-1:0])
,.b_d   ()
,.b_q   (ram_q              )
);
defparam
 array.USE_EAB = USE_EAB;
  always @(posedge wclk) 
 if (wclr) Rwr <= 1'b0;
 else Rwr <= wr;
always @(posedge wclk)
 Rd <= d;
  always @(posedge wclk) 
 if (wclr) Xwptr <= 0;
 else
  if ((INPUT_REG=="ON")? Rwr : wr) Xwptr <= Xwptr +1;
  always @(posedge wclk) 
 if (wclr) wptr_gray <= 0;
 else
  if (FAST_MODE!="ON") wptr_gray <= F_BIN2GRAY(Xwptr);
  else if ((INPUT_REG=="ON")? Rwr : wr) wptr_gray <= F_BIN2GRAY(Xwptr+1);
reg[DEPTH_WD:0] Sw_rptr_gray, SSw_rptr_gray;
  always @(posedge wclk) 
 if (wclr) {Sw_rptr_gray, SSw_rptr_gray} <= 0;
 else {Sw_rptr_gray, SSw_rptr_gray} <= {rptr_gray, Sw_rptr_gray};
  always @(posedge wclk) 
 if (wclr) wempty <= 1'b1;
 else wempty <= ~|({DEPTH_WD+1{1'b1}}&(Xwptr-F_GRAY2BIN(SSw_rptr_gray))) && !wr && !((INPUT_REG=="ON") && Rwr);
  always @(posedge wclk) 
 if (wclr) {wfull, wusedw} <= 0;
 else {wfull, wusedw} <= Xwptr-F_GRAY2BIN(SSw_rptr_gray) +((INPUT_REG=="ON")? {wr}+{Rwr} : {wr});
  always @(posedge rclk) 
 if (rclr) begin
  Xrptr <= 0;
  Xrptr_gray <= 0;
 end else
  if (read) begin
   Xrptr <= Xrptr +1;
   Xrptr_gray <= F_BIN2GRAY(Xrptr +1);
  end
reg[DEPTH_WD:0] Sr_wptr_gray, SSr_wptr_gray;
  always @(posedge rclk) 
 if (rclr) {Sr_wptr_gray, SSr_wptr_gray} <= 0;
 else {Sr_wptr_gray, SSr_wptr_gray} <= {wptr_gray, Sr_wptr_gray};
assign read = (
 ((SHOWAHEAD=="ON")&&(OUTPUT_REG=="ON"))? !Xrempty && (lat_Xrempty[0] || lat_Xrempty[1] || rd) :
 ((SHOWAHEAD=="ON")^^(OUTPUT_REG=="ON"))? !Xrempty && (lat_Xrempty[0] || rd) :
 rd
);
assign shft_en0 = (
 ((SHOWAHEAD=="ON")&&(OUTPUT_REG=="ON"))? !Xrempty || lat_Xrempty[1] || rd :
 ((SHOWAHEAD=="ON")^^(OUTPUT_REG=="ON"))? !Xrempty || rd :
 1'b0
);
assign shft_en1 = ((SHOWAHEAD=="ON")&&(OUTPUT_REG=="ON"))? !lat_Xrempty[0] || rd : 1'b0;
assign re0 = (
 ((SHOWAHEAD=="ON")&&(OUTPUT_REG=="ON"))? lat_Xrempty[0] || lat_Xrempty[1] || rd :
 ((SHOWAHEAD=="ON")^^(OUTPUT_REG=="ON"))? lat_Xrempty[0] || rd :
 rd
);
assign re1 = (
 ((OUTPUT_REG=="ON")&&(SHOWAHEAD=="ON"))? lat_Xrempty[1] || rd :
 ((OUTPUT_REG=="ON")&&(SHOWAHEAD!="ON"))? rd :
 1'b0
);
assign rempty = (
 ((SHOWAHEAD=="ON")&&(OUTPUT_REG=="ON"))? lat_Xrempty[1] :
 ((SHOWAHEAD=="ON")^^(OUTPUT_REG=="ON"))? lat_Xrempty[0] :
 Xrempty
);
assign {rfull, rusedw} = (
 ((SHOWAHEAD=="ON")&&(OUTPUT_REG=="ON"))? {lat_Xrfull[1], lat_Xrusedw[1]} :
 ((SHOWAHEAD=="ON")^^(OUTPUT_REG=="ON"))? {lat_Xrfull[0], lat_Xrusedw[0]} :
 {Xrfull, Xrusedw}
);
assign rptr_gray = (
 ((SHOWAHEAD=="ON")&&(OUTPUT_REG=="ON"))? lat_Xrptr_gray[1] :
 ((SHOWAHEAD=="ON")^^(OUTPUT_REG=="ON"))? lat_Xrptr_gray[0] :
 Xrptr_gray
);
assign q = (OUTPUT_REG=="ON")? Hram_q : ram_q;
  always @(posedge rclk) 
 if (rclr) Xrempty <= 1'b1;
 else Xrempty <= ~|({DEPTH_WD+1{1'b1}}&(F_GRAY2BIN(SSr_wptr_gray)-Xrptr -{read}));
  always @(posedge rclk) 
 if (rclr) {Xrfull, Xrusedw} <= 0;
 else {Xrfull, Xrusedw} <= F_GRAY2BIN(SSr_wptr_gray)-Xrptr -{read};
  always @(posedge rclk) 
 if (rclr) begin
  {lat_Xrempty[1], lat_Xrempty[0]} <= ~0;
  {lat_Xrfull[1], lat_Xrfull[0]} <= 0;
  {lat_Xrusedw[1], lat_Xrusedw[0]} <= 0;
 end else begin
  if (shft_en0) begin
   lat_Xrempty[0] <= Xrempty;
   lat_Xrfull[0] <= Xrfull;
   lat_Xrusedw[0] <= Xrusedw;
  end
  if (shft_en1) begin
   lat_Xrempty[1] <= lat_Xrempty[0];
   lat_Xrfull[1] <= lat_Xrfull[0];
   lat_Xrusedw[1] <= lat_Xrusedw[0];
  end
 end
  always @(posedge rclk) 
 if (rclr) {lat_Xrptr_gray[1], lat_Xrptr_gray[0]} <= 0;
 else begin
  if (re0) lat_Xrptr_gray[0] <= Xrptr_gray;
  if (re1) lat_Xrptr_gray[1] <= lat_Xrptr_gray[0];
 end
always @(posedge rclk)
 if (re1) Hram_q <= ram_q;
endmodule
```

==> impl_metrics.json <==
{
  "final_util": 0.4788,
  "fin_skew_ps": 6.392,
  "topCellsByArea": "edfxtp_1 (53%), dfxtp_1 (15%), mux4_2 (6.0%)",
  "drv_slew": 0,
  "cts_setup_buffers": 0,
  "clock-sinks": 206,
  "path_clk_slew_ps": 60,
  "ant_nets": 0,
  "endpoint_kind": "flop",
  "synth_top_area_share": 0.5279,
  "yosys_warnings": 6,
  "fill_cells": 1663,
  "yosys.cell_types.count": 38,
  "grt_overflow": 0,
  "start_kind": "primary input",
  "syn-instance-count": 486,
  "status": "finished clean",
  "synth_chip_area_sq_um": 8192,
  "tritoncts": "built",
  "stdcell_area_sq_um": 9472,
  "areaGrowthSynthToFinish_pct": 15.63,
  "row_count": 51,
  "grtUsageMet2": 0.2132,
  "setup_viol": 0,
  "core_region_area_sq_um": 19780,
  "gp_congestion": 0.7900,
  "hold_start": "lat_Xrptr_gray[0][4]",
  "avgViaCountPerCell": 4.986,
  "grt_use_total": 0.1483,
  "slew_headroom": 0.4950,
  "cp_max_fo": 11,
  "reg2reg_from": "SSw_rptr_gray[4]",
  "worst_slew_pin_slew_ps": 756.5,
  "crit_start": "rd",
  "placed_area_sq_um": 8716,
  "gr-max-usage-layer": "met1",
  "grtUsageMet1": 0.2168,
  "grt_antenna_before_repair": 0,
  "die_h_microns": 145.1,
  "grt_pass1_wl_microns": 22470,
  "met3_usage": 0.08045,
  "fp_util": 0.4141,
  "diodes": 0,
  "post_cts_resized": 0,
  "drive_gt1_frac": 0.1296,
  "ff2ff_setup_slack_ps": 1590,
  "min_path_type": "flop to flop",
  "arrival_ps": 3960,
  "numSynthFlops": 206,
  "fin_tns_setup_ps": 0,
  "ys_cells": 486,
  "holdWs_ps": 359.0,
  "hold_viol": 0,
  "firstDrtPassIters": 4,
  "syn_area_sq_um": 8192,
  "ys_seq_share": 0.6794,
  "die_area_sq_um": 21060,
  "tool_warnings": 32,
  "grt_max_degree": 37,
  "hold_buffers": 0,
  "largest_area_cell": "edfxtp_1",
  "pin_count": 34,
  "vias": 4014,
  "avgSynthCellArea_sq_um": 16.86,
  "drt_wl_total_microns": 13730,
  "p_total_mw": 4.500,
  "avgRoutedWirePerCell_microns": 17.05,
  "io_buffers": 32,
  "crit_required_ps": 5080,
  "maxCapViolCount": 0,
  "dp_hpwl_microns": 8954,
  "path_class": "primary input to flop",
  "drc": 0,
  "grt_pass1_vias": 4100,
  "first_iter_violations": 216,
  "ir_drop_mv": 0.2560,
  "power_density_nw_per_um2": 475.1,
  "leakage_nw": 3.323,
  "rsz0062_at_grt": "false",
  "fp.dieW_microns": 145.1
}
## cell type report
class	instances	area, sq um	area share
clock buffers	25	583.1	0.06156
well taps	265	331.6	0.03501
inverters	15	56.30	0.005945
clock inverters	15	172.7	0.01823
multi-input cells	241	2396	0.2530
repair buffers	38	365.4	0.03857
flip-flops and latches	206	5567	0.5877
## sequential cells by signal, summed over array words and instances, names as in the netlist
register / count
Xrptr: 4
Sw_rptr_gray: 5
wempty: 1
lat_Xrusedw: 4
lat_Xrempty: 1
lat_Xrptr_gray: 5
wfull: 1
Xrfull: 1
Xrusedw: 4
wptr_gray: 5
SSw_rptr_gray: 5
SSr_wptr_gray: 5
Sr_wptr_gray: 5
lat_Xrfull: 1
wusedw: 4
Xwptr: 5
array.arrayRAM: 128
Xrptr_gray: 5
array.b_qRAM: 8
Hram_q: 8
Xrempty: 1
## layout by cell type (no fill, tap or decap), drive strengths merged, types with 14 or more instances in the layout
cell type      count
xor2              14
a21oi             17
nor2b             26
clkdlybuf4s50     32
ha                20
xnor2             19
dfxtp             62
nand2             20
mux4              40
inv               19
edfxtp           144
clkbuf            25
and3              19
nor2              24
## cells in the mapped netlist, drive strengths merged
cell type	number
ha	20
nand2	20
o22ai	1
nor2	24
fa	3
inv	15
nand4	2
dfxtp	62
a21o	2
and4b	2
mux2	1
and2	2
nand2b	4
a21oi	17
a2111oi	2
and3	19
nor4	1
o311ai	1
or2	1
nor2b	26
xor2	14
clkbuf	13
a31o	1
edfxtp	144
mux4	40
o21ai	6
buf	11
nor3	2
xnor2	19
mux2i	7
a31oi	2
nand3	2
## report_power, final
group / internal [mW] / switching [mW] / leakage [nW]
clock: 1.02 / 0.643 / 0.370
combinational: 0.406 / 0.340 / 1.13
sequential: 2.01 / 0.0760 / 1.82
total: 3.44 / 1.06 / 3.32
## final timing paths
| path | endpoint | cells after the start |
|---|---|---|
| setup / recovery | Xrempty | 11 |
| hold / removal | Sw_rptr_gray[4] | 1 |
| setup reg to reg | wfull | 13 |
| hold reg to reg | Sw_rptr_gray[4] | 1 |
| max in group clk1 | wfull | 13 |
| min in group clk0 | Hram_q[3] | 0 |
## layer usage
metal,vias to the layer above,wire [microns]
met2,148,6246
li1,1906,-
met1,1941,5862
met5,-,0
met3,19,1374
met4,0,243
## through the flow
step	setup slack (ps)	instances
floorplan	1938	486
global placement	932.6	765
detailed placement	883.3	765
CTS	1095	805
global route	952.2	805
finish	1121	805
## cell families after synthesis
| family | count (synthesis) | synth area share |
|---|---|---|
| compound gates | 32 | 0.02322 |
| xor+xnor | 33 | 0.03620 |
| fa+ha+maj | 23 | 0.03788 |
| buf+inv | 39 | 0.02810 |
| flops | 206 | 0.6794 |
| mux | 48 | 0.1282 |
| simple gates | 105 | 0.06705 |
## critical path, stage by stage
cell             delay, ps
clkdlybuf4s50_1        610
nor2_1                 580
nor2_1                 160
fa_1                   460
inv_1                   80
ha_1                   130
nand2_1                 50
o311ai_0               280
a21oi_1                100
xnor2_1                160
a2111oi_2              360
Power figures rest on the tool's default switching activity, not on a simulated workload.
