**./config.mk**
```make
export PLATFORM = sky130hd
export DESIGN_NAME = leds
export DESIGN_NICKNAME = leds
export VERILOG_FILES = /design/flow/design.v
export SDC_FILE = /design/flow/constraint.sdc
export NUM_CORES = 4
export LEC_CHECK = 1
export CORE_AREA = 10 10 129 129
export DIE_AREA = 0 0 139 139
```
**./constraint.sdc**
```tcl
current_design leds

set clk_period 7.8
set clk_io_pct 0.2

create_clock -name clk0 -period $clk_period [get_ports {fpga_sysclk}]

set non_clock_inputs [all_inputs -no_clocks]
set_input_delay [expr $clk_period * $clk_io_pct] -clock clk0 $non_clock_inputs
set_output_delay [expr $clk_period * $clk_io_pct] -clock clk0 [all_outputs]
```
**./design.v**
```verilog
module leds(
 input fpga_sysclk,
 input SDCrd_26MHz,
 input vcxo_fpga,
 input clk_1_80MHz 
,
 input rst_ulpi_,
 input hdmi_rst_,
 input phy_rst_,
 input rst_ft2232_,
 input rst_fpga_,
 inout rst_sys_,
 input gsrn
,
 output[2:0] led_rgb0,
 output[2:0] led_rgb1,
 output[2:0] led_rgb2,
 output[2:0] led_rgb3
,
 output uart_txd,
 input  uart_rxd
,
 output SDCrd_sel,
 output SDCrd_clk,
 input  SDCrd_clkfb,
 output SDCrd_dircmd,
 inout  SDCrd_cmd,
 inout  SDCrd_d01_p,
 inout  SDCrd_d01_n,
 inout  SDCrd_d2,
 inout  SDCrd_d3,
 output SDCrd_dir0,
 output SDCrd_dir1_3,
 input  SDCrd_cd 
,
 inout[7:0] PMOD0
 ,
 inout[7:0] PMOD1
 ,
 inout[7:0] PMOD2
 ,
 inout[7:0] PMOD3
 ,
 inout PMOD4_0_p,
 inout PMOD4_0_n,
 inout PMOD4_1_p,
 inout PMOD4_1_n,
 inout PMOD4_2_p,
 inout PMOD4_2_n,
 inout PMOD4_3_p,
 inout PMOD4_3_n
 ,
 inout[7:0] PMOD5
 ,
 inout[7:0] PMOD6
 ,
 inout[7:0] PMOD7
,
 output       ddr_ck_p,
 output       ddr_ck_n,
 output       ddr_cke,
 output[ 2:0] ddr_ba,
 output[14:0] ddr_a,
 input [15:0] ddr_d,
 output       ddr_we_,
 output       ddr_cas_,
 output       ddr_ras_,
 inout        ddr_ldqs_p,
 inout        ddr_ldqs_n,
 inout        ddr_udqs_p,
 inout        ddr_udqs_n,
 output       ddr_ldm,
 output       ddr_udm,
 output       ddr_odt
,
 inout[7:0] ulpi_data,
 output     ulpi_stp,
 input      ulpi_nxt,
 input      ulpi_dir,
 input      ulpi_clkout
,
 output hdmi_scl,
 inout  hdmi_sda,
 input  hdmi_int
 ,
 output       hdmi_hsync,
 output       hdmi_vsync,
 output       hdmi_de,
 output[11:0] hdmi_r,
 output[11:0] hdmi_g,
 output[11:0] hdmi_b,
 output       hdmi_pclk
 ,
 output      AudioMCLK,
 output[3:0] i2s,
 output      i2s_ws,
 output      i2s_sck
,
 output[3:0] phy_txd,
 output      phy_txen,
 output      phy_gtxclk,
 inout [3:0] phy_rxd
 ,
 input phy_int_
 ,
 output phy_mdc,
 input  phy_mdio
);
 assign rst_sys_ = 1'bz;
reg[32:0] pre;
 wire ce = pre[32];
always @(posedge fpga_sysclk, negedge rst_fpga_)
 if (!rst_fpga_) begin
  pre <= -1;
 end
  else begin
   if (ce) begin
    pre <= (100_000_000 )/(30 ) -2;
   end
    else begin
     pre <= pre-1;
    end
  end
reg[11:0] cnt;
 assign {led_rgb3,led_rgb2,led_rgb1,led_rgb0} = ~cnt;
always @(posedge fpga_sysclk, negedge rst_fpga_)
 if (!rst_fpga_) begin
  cnt <= 0;
 end
  else begin
   if (ce) begin
    cnt <= cnt +1;
   end
  end
endmodule
```
**./run.sh**
```bash
#!/bin/bash
# OpenROAD 26Q1-2900-gdf79404cd8, Yosys 0.63+post, stock flow scripts
make -C /OpenROAD-flow-scripts/flow DESIGN_CONFIG=/design/flow/config.mk WORK_HOME=/design/flow/orfs finish
```
==> GITHUB_STEP_SUMMARY <==
### Yosys + OpenROAD results

| Metric | Value |
|---|---|
| Gp weighted congestion | 0.787 |
| Post-CTS clock slew at the launch and capture registers of the worst setup and hold paths | 70 ps |
| Peak Freq | 0.350 GHz |
| Slack of the worst reg-to-reg path | around 5400 ps |
| Cells resized by post-CTS repair | 0 |
| Master cell of the clock root buffer | sky130_fd_sc_hd__clkbuf_16 |
| Number of buffers added by the clock tree synthesis step | 5 |
| Vias in the first global route | 2004 |
| Proportion of register bits with asynchronous set or reset after synthesis | 100% |
| Area fraction in mux cells | 3.64% |
| TritonCTS Sinks | 45 |
| Number of cells traversed by the worst hold path | 1 |
| Data arrival time of the critical path | between 1000 and 1500 ps |
| Measured slew at the worst slew-check pin | around 660 ps |
| Type of element capturing the critical path | primary output |
| Max-cap violations | 0 |
| Syn. warnings | 91 |
| DRC violations left | 0 |
| Final Max-Slew Violation Tally | 0 |
| Area added between synthesis and finish | 4.44% |
| Cell Area, Placed | 2970 um2 |
| Simple-gate share of the synthesized area | 20.8% |
| Tightest hold margin | roughly 460 ps |
| GRT Resource Usage Total | roughly 5.3% |
| H-tree depth | 2 |
| Crit-path max cell delay | 480 ps |
| Run status | finished clean |
| Inserted Diodes | 0 |
| Number of setup violations in the final report | 0 |
| Yosys adder share | less than 1% |
| Final worst path period share | 36.6% |
| Setup total negative slack | 0 ps |
| Cell count after placement | between 500 and 600 |
| Post-synthesis instance area | 2990 um2 |
| Number of hold violations in the final report | 0 |
| Non-filler cells in the finished layout | 516 |
| Max transition margin | 55.7% |
| Total gr overflow | 0 |
| Tmin final | 2860 ps |
| Most area-hungry cell type in the Yosys netlist | sky130_fd_sc_hd__dfstp_2 |
| CP startpoint kind | flop |
| Cell variety after synth | 32 |
| Top cell family by delay on the critical path | buffers and inverters |
| Starting utilization of the core area | 21.5% |
| Antenna violations before repair | 0 |
| Logic depth of the worst path, buffers included | 2 |
| Number of buffers between clock root and the deepest sink | 2 |
| Total via count after detailed routing | 1918 |
| Number of unconstrained endpoints | 86 |
| Final worst-path setup slack | 4940 ps |
| XORs/XNORs by Area | 5.57% |
| Cells along the critical path | inv_1, clkdlybuf4s50_1 |
| Avg Cell Area, Syn | 9.25 um2 |
| Cell area leaders | sky130_fd_sc_hd__dfstp_2 (29%), sky130_fd_sc_hd__buf_4 (23%), sky130_fd_sc_hd__dfrtp_1 (10%) |
| Worst Setup Slack post-DPL | 5240 ps |
| Antenna viol nets, final | 0 |
| Final Power | between 0.4 and 0.5 mW |
| Worst setup path category | flop to primary output |
| Reg2Reg Depth | 4 |
| Final design instance area without fill | 3120 um2 |
| Sequential element share of the synthesized area | approximately two fifths |
| Main flop type after synthesis | sky130_fd_sc_hd__dfstp_2 |
| Critical path data required time | 6240 ps |
| Die W | 139 um |
| CTS tree | yes |
| Dominant non-sequential cell family after synthesis | buffers and inverters |
| Post-synth tally of flip-flops with integrated enable | 0 |
| Highest-delay cell along the critical path | sky130_fd_sc_hd__clkdlybuf4s50_1 |
| Cell count listed in synth_stat.txt | 323 |
| Post-synthesis compound-gate area fraction | roughly 3.9% |
| Ratio of total power to cell area | 146 nW/um2 |
| Fraction of synthesized cell area taken by the top area cell type | 29.0% |
| Row cnt | 43 |
| Number of DRC markers after the initial detailed-route iteration | 108 |
| Hold-fix buffers at CTS | 0 |
| Worst Path Max Fanout | 5 |
| Placeable Area | 13900 um2 |
| Highest-count logic cell in the final layout | sky130_fd_sc_hd__conb_1 |
| LEAKAGE | between 1 and 1.5 nW |
| Chip area line of the yosys report | approximately 3000 um2 |
| CP Buf/Inv Count | 2 |
| Wirelength per Cell | around 11 um |
| Post-layout util | 22.5% |
| Dominant logic cell types in the final layout | sky130_fd_sc_hd__conb_1 (90), sky130_fd_sc_hd__dfstp_2 (33), sky130_fd_sc_hd__nor2_1 (19) |
| Detailed-route wire length | 5630 um |
| Unrepaired setup endpoints after global routing | false |
| Avg Vias per Cell | 3.72 |
| Number of cells produced by synthesis | around 320 |
| Post-detailed-placement half-perimeter wirelength | 4070 um |
| Layout cells sized above 1 | approximately 18% |
| VDD IR-drop max | just under 0.09 mV |
| Fillers | around 1500 |
| Setup repair bufs after CTS | 0 |
| Largest net degree at the start of global routing | 46 |
| Count of boundary I/O pins | 223 |
| Tally of OpenROAD warnings | 144 |
| Synthesized flop and latch total | 45 |
| Chip Area | 19300 um2 |
| Skew-Pair Late Insertion Delay | roughly 290 ps |
| First-pass GRT wire length | slightly above 9000 um |
| Type of the tightest min-delay check | flop to flop |
| Number of search-and-repair iterations in the first detailed-routing pass | 4 |
| Count of input and output buffers | 13 |
| Worst Clk Skew | 5.08 ps |
| Chip Height | 139 um |
power by group:
group	internal [mW]	leakage, nW	switching [mW]	total, mW
Combinational	0.000505	0.675	0.00705	0.00756
Sequential	0.234	0.505	0	0.234
Clock	0.121	0.0708	0.0930	0.214
Total	0.356	1.25	0.100	0.456
kinds of logic (layout without fill, tap and decap cells):
family / count (synthesis) / count (layout)
buffers and inverters: 115 / 39
muxes: 10 / 10
xor gates and xnor gates: 19 / 19
and+or+nand+nor: 112 / 112
adders and majority gates: 2 / 2
AOI/OAI and AO/OA: 19 / 19
DFF: 45 / 45
other: 1 / 90
flip-flops by register name, indices dropped and copies added, names as in the netlist:
| register | cells |
|---|---|
| pre | 33 |
| cnt | 12 |
layer usage:
layer	part of all wire [%]	wire length [um]	vias to the layer above	global-route usage (%)
met5	0	0	-	0
met4	1.1	64	0	0.549
met3	6.2	350	7	1.70
met2	45	2530	78	8.42
met1	48	2690	905	7.24
li1	-	-	928	-
cell usage after synthesis (3+ instances only):
master                     number
sky130_fd_sc_hd__or4_1          7
sky130_fd_sc_hd__buf_4         90
sky130_fd_sc_hd__inv_1         16
sky130_fd_sc_hd__or3_1          8
sky130_fd_sc_hd__clkbuf_1       8
sky130_fd_sc_hd__nand3_1       10
sky130_fd_sc_hd__o21ai_0        4
sky130_fd_sc_hd__xnor2_1       14
sky130_fd_sc_hd__mux2i_1        3
sky130_fd_sc_hd__nor4_1        16
sky130_fd_sc_hd__mux2_2         7
sky130_fd_sc_hd__xor2_1         5
sky130_fd_sc_hd__nand4_1        5
sky130_fd_sc_hd__nor2b_1       10
sky130_fd_sc_hd__nand2b_1       4
sky130_fd_sc_hd__or2_2          5
sky130_fd_sc_hd__nand2_1       16
sky130_fd_sc_hd__dfrtp_1       12
sky130_fd_sc_hd__a21oi_1        7
sky130_fd_sc_hd__o31ai_1        6
sky130_fd_sc_hd__dfstp_2       33
sky130_fd_sc_hd__nor2_1        19
sky130_fd_sc_hd__nor3_1         7
worst reg2reg max path, delay by kind of cell (launching register included):
family | cells | cell delay (ps)
mux | 1 | 370
simple gates | 3 | 1610
flops | 1 | 380
layout make-up:
| class | count | area [um2] | share of cell area [%] |
|---|---|---|---|
| repair buffers | 15 | 140 | 4.49 |
| clock buffers | 5 | 125 | 4.01 |
| inverters | 16 | 60.1 | 1.92 |
| clock inverters | 3 | 25.0 | 0.802 |
| well taps | 180 | 225 | 7.21 |
| multi-input cells | 252 | 1380 | 44.2 |
| flip-flops and latches | 45 | 1170 | 37.4 |
final timing paths:
kind                                start           to
worst min register to register     pre[0]       pre[0]
worst max-delay path               cnt[3]  led_rgb1[0]
worst min-delay path               pre[0]       pre[0]
max in group asynchronous       rst_fpga_       pre[7]
worst max register to register    pre[17]      pre[23]
min in group asynchronous       rst_fpga_       cnt[3]
No activity file was given, so power comes from the tool's default toggle rates.
